## ./constraint.sdc

```tcl
current_design tang_nano_1k_top

set clk_period 2.8
set clk_io_pct 0.2

create_clock -name clk0 -period $clk_period [get_ports {clk_24mhz}]

set non_clock_inputs [all_inputs -no_clocks]
set_input_delay [expr $clk_period * $clk_io_pct] -clock clk0 $non_clock_inputs
set_output_delay [expr $clk_period * $clk_io_pct] -clock clk0 [all_outputs]
```

## ./config.mk

```make
export PLATFORM = sky130hd
export DESIGN_NAME = tang_nano_1k_top
export DESIGN_NICKNAME = tang_nano_1k_top
export VERILOG_FILES = /design/flow/design.v
export SDC_FILE = /design/flow/constraint.sdc
export NUM_CORES = 4
export LEC_CHECK = 1
export CORE_UTILIZATION = 40
export SYNTH_HDL_FRONTEND = slang
```

## ./run.sh

```bash
#!/bin/bash
# OpenROAD 26Q1-2900-gdf79404cd8, Yosys 0.63+post, stock flow scripts
make -C /OpenROAD-flow-scripts/flow DESIGN_CONFIG=/design/flow/config.mk WORK_HOME=/design/flow/orfs finish
```

## ./design.v

```verilog
module block_ram
#( parameter RAM_WIDTH     = 8,
   parameter RAM_ADDR_BITS = 13 )
 ( input  logic                     clk,
   input  logic                     write_enable, 
   input  logic [RAM_ADDR_BITS-1:0] address,
   input  logic [RAM_WIDTH-1:0]     write_data,
   input  logic                     read_enable,
   output logic [RAM_WIDTH-1:0]     read_data
  );
   (* RAM_STYLE="BLOCK" *)
   logic [RAM_WIDTH-1:0] bram [(2**RAM_ADDR_BITS)-1:0];
   always@(posedge clk) begin
     if (write_enable) bram[address] <= write_data;
     if (read_enable)      read_data <= bram[address];
   end
endmodule
module synchronizer(
    input  logic clk,
    input  logic rst_n,
    input  logic data_in,
    output logic data_out
    );
    logic ff_1;
  always_ff @(posedge clk, negedge rst_n)
    if (~rst_n) ff_1 <= 1'b0;
    else        ff_1 <= data_in;
  always_ff @(posedge clk, negedge rst_n)
    if (~rst_n) data_out <= 1'b0;
    else        data_out <= ff_1;
endmodule
module uart_blockram_top 
# ( parameter SYSCLOCK       = 27.0,  
    parameter BAUDRATE       = 3.0,   
    parameter RAM_ADDR_BITS  = 13,
    parameter RAM_WIDTH      = 8,
    parameter NUM_ADDR_BYTES = 2 )
 (
  input  logic clk,
  input  logic rst_n_sync,
  input  logic uart_rx,
  output logic uart_tx,
  output logic rx_bsy
  );
  logic       rst_n_sync;
  logic       read_enable;
  logic       write_enable;
  logic       block_ram_read_enable;
  logic       block_ram_write_enable;
  logic       rx_block_timeout;
  logic       rx_data_valid;
  logic [7:0] rx_data_out;
  logic       tx_trig;
  logic       tx_bsy;
  logic [7:0] send_data;
  logic [6:0] slave_id;
  logic       send_slave_id;
  logic [7:0] write_data;
  logic [7:0] read_data;
  logic [7:0] block_ram_read_data;
  logic [NUM_ADDR_BYTES*8-1:0] address;
  uart_tx 
  # ( .SYSCLOCK( SYSCLOCK ), .BAUDRATE( BAUDRATE ) )  
  u_uart_tx
    ( .clk,                     
      .rst_n     (rst_n_sync),  
      .send_trig (tx_trig),     
      .send_data,               
      .tx        (uart_tx),     
      .tx_bsy                   
     );
  uart_rx
  # ( .SYSCLOCK( SYSCLOCK ), .BAUDRATE( BAUDRATE ) )  
  u_uart_rx
    ( .clk,                               
      .rst_n         (rst_n_sync),        
      .rx            (uart_rx),           
      .rx_bsy,                            
      .block_timeout (rx_block_timeout),  
      .data_valid    (rx_data_valid),     
      .data_out      (rx_data_out)        
     );
  uart_byte_regmap_interface
  # ( .NUM_ADDR_BYTES(NUM_ADDR_BYTES) )
  u_uart_byte_regmap_interface
    ( .clk,                        
      .rst_n        (rst_n_sync),  
      .rx_data_out,                
      .rx_data_valid,              
      .rx_block_timeout,           
      .tx_bsy,                     
      .tx_trig,                    
      .slave_id,                   
      .address,                    
      .write_enable,               
      .read_enable,                
      .send_slave_id               
     );
  assign block_ram_read_enable  = read_enable  && (slave_id == 7'd1);
  assign block_ram_write_enable = write_enable && (slave_id == 7'd1);
  block_ram
  # ( .RAM_WIDTH(RAM_WIDTH), .RAM_ADDR_BITS(RAM_ADDR_BITS) )
  u_block_ram
    ( .clk          (clk),                         
      .write_enable (block_ram_write_enable),      
      .address      (address[RAM_ADDR_BITS-1:0]),  
      .write_data   (rx_data_out),                 
      .read_enable  (block_ram_read_enable),       
      .read_data    (block_ram_read_data)          
     );
  assign read_data = block_ram_read_data & {8{(slave_id == 7'd1)}};
  assign send_data = (send_slave_id) ? {read_enable,slave_id} : read_data;
endmodule
module uart_byte_regmap_interface
# ( parameter SLAVE_ID       = 7'd1,
    parameter NUM_ADDR_BYTES = 2   )
( input  logic                        clk,
  input  logic                        rst_n,
  input  logic [7:0]                  rx_data_out,
  input  logic                        rx_data_valid,
  input  logic                        rx_block_timeout,
  input  logic                        tx_bsy,
  output logic                        tx_trig,
  output logic [6:0]                  slave_id,
  output logic [NUM_ADDR_BYTES*8-1:0] address,
  output logic                        write_enable,
  output logic                        read_enable,
  output logic                        send_slave_id
);
  logic       rnw;
  logic [6:0] count;
  logic [5:0] num_read_bytes;  
  logic       write_enable_hold;  
  always@(posedge clk, negedge rst_n)
    if (~rst_n)                                                                                                 count <= 1'b0;
    else if (rx_block_timeout && (num_read_bytes == '0))                                                        count <= 1'b0;
    else if (rx_data_valid &&  (count <= (NUM_ADDR_BYTES+1)))                                                   count <= count + 1;  
    else if (rnw && tx_trig && (count >  (NUM_ADDR_BYTES+1)) && (count <= (NUM_ADDR_BYTES+1 + num_read_bytes))) count <= count + 1;  
    else if (rnw && (num_read_bytes != '0)                   && (count >  (NUM_ADDR_BYTES+1 + num_read_bytes))) count <= 1'b0;       
  always@(posedge clk, negedge rst_n)
    if (~rst_n)                               slave_id <= 7'd0;
    else if ((count == 'd0) && rx_data_valid) slave_id <= rx_data_out[6:0];
  always@(posedge clk, negedge rst_n)
    if (~rst_n)                               rnw <= 0;
    else if ((count == 'd0) && rx_data_valid) rnw <= rx_data_out[7];
  always@(posedge clk, negedge rst_n)
    if (~rst_n)                                                 address <= 'd0;
    else if ((count <= NUM_ADDR_BYTES)    && rx_data_valid)     address <= (address << 8) | rx_data_out;
    else if ((count >  NUM_ADDR_BYTES)    && write_enable_hold) address <= address + 1;  
    else if ((count > (NUM_ADDR_BYTES+1)) && tx_trig)           address <= address + 1;  
  always@(posedge clk, negedge rst_n)
    if (~rst_n)                                                     num_read_bytes <= 'd0;
    else if (count == '0)                                           num_read_bytes <= 'd0;
    else if (rnw && (count == (NUM_ADDR_BYTES+1)) && rx_data_valid) num_read_bytes <= rx_data_out[5:0];
  assign send_slave_id = rnw && (count == NUM_ADDR_BYTES+1);
  always@(posedge clk, negedge rst_n)
    if (~rst_n)                                                                                              tx_trig <= 1'b0;
    else if (tx_trig)                                                                                        tx_trig <= 1'b0;
    else if (rnw && (!tx_bsy) && (count > NUM_ADDR_BYTES) && (count <= (NUM_ADDR_BYTES+1 + num_read_bytes))) tx_trig <= 1'b1;
    else                                                                                                     tx_trig <= 1'b0;
  always@(posedge clk, negedge rst_n)
    if (~rst_n)                  read_enable <= 1'b0;
    else if (rnw && (count > 0)) read_enable <= 1'b1;
    else                         read_enable <= 1'b0;
  always@(posedge clk, negedge rst_n)
    if (~rst_n)                                                 write_enable <= 1'b0;
    else if (!rnw && (count > NUM_ADDR_BYTES) && rx_data_valid) write_enable <= 1'b1;
    else                                                        write_enable <= 1'b0;
  always@(posedge clk, negedge rst_n)
    if (~rst_n) write_enable_hold <= 1'b0;
    else        write_enable_hold <= write_enable;
endmodule
module uart_rx
# ( parameter SYSCLOCK = 27.0,  
    parameter BAUDRATE = 1.0 )  
( input  logic       clk,
  input  logic       rst_n,
  input  logic       rx,
  output logic       rx_bsy,         
  output logic       block_timeout,  
  output logic       data_valid,     
  output logic [7:0] data_out        
);
    localparam SYNC_DELAY = 2;
    localparam CLKPERFRM = int'(SYSCLOCK/BAUDRATE*9.8)-SYNC_DELAY;
    localparam TBITAT    = int'(SYSCLOCK/BAUDRATE*0.8)-SYNC_DELAY;  
    localparam BIT0AT    = int'(SYSCLOCK/BAUDRATE*1.5)-SYNC_DELAY;
    localparam BIT1AT    = int'(SYSCLOCK/BAUDRATE*2.5)-SYNC_DELAY;
    localparam BIT2AT    = int'(SYSCLOCK/BAUDRATE*3.5)-SYNC_DELAY;
    localparam BIT3AT    = int'(SYSCLOCK/BAUDRATE*4.5)-SYNC_DELAY;
    localparam BIT4AT    = int'(SYSCLOCK/BAUDRATE*5.5)-SYNC_DELAY;
    localparam BIT5AT    = int'(SYSCLOCK/BAUDRATE*6.5)-SYNC_DELAY;
    localparam BIT6AT    = int'(SYSCLOCK/BAUDRATE*7.5)-SYNC_DELAY;
    localparam BIT7AT    = int'(SYSCLOCK/BAUDRATE*8.5)-SYNC_DELAY;
    localparam PBITAT    = int'(SYSCLOCK/BAUDRATE*9.2)-SYNC_DELAY;  
    localparam BLK_TIMEOUT = BIT1AT;  
    logic [$clog2(CLKPERFRM):0] rx_cnt;       
    logic rx_sync;
    logic rx_sync_hold;
    logic frame_begin;
    logic frame_end;
    logic start_valid;
    logic stop_valid;
    logic timeout;
    synchronizer u_synchronizer
    ( .clk      (clk),     
      .rst_n    (rst_n),   
      .data_in  (rx),      
      .data_out (rx_sync)  
     );
    always@(posedge clk, negedge rst_n)
      if (~rst_n) rx_sync_hold <= 1'b0;  
      else        rx_sync_hold <= rx_sync;
    assign frame_begin = (!rx_bsy) && (!rx_sync) && rx_sync_hold;  
    assign frame_end   =   rx_bsy  && (rx_cnt == CLKPERFRM);       
    assign start_invalid = rx_bsy && (rx_cnt < TBITAT) &&   rx_sync;
    assign stop_invalid  = rx_bsy && (rx_cnt > PBITAT) && (!rx_sync);
    always@(posedge clk, negedge rst_n)
      if (~rst_n)                             rx_bsy <= 1'b0;
      else if (frame_begin)                   rx_bsy <= 1'b1;
      else if (start_invalid || stop_invalid) rx_bsy <= 1'b0;
      else if (frame_end)                     rx_bsy <= 1'b0;
    always@(posedge clk, negedge rst_n)
      if (~rst_n)                                          rx_cnt <= 'd0;
      else if (frame_begin)                                rx_cnt <= 'd0;
      else if (start_invalid || stop_invalid || frame_end) rx_cnt <= 'd0;
      else if (!timeout)                                   rx_cnt <= rx_cnt + 1'b1; 
      else                                                 rx_cnt <= 'd0;
    always@(posedge clk, negedge rst_n)
      if (~rst_n)                                    timeout <= 1'b0;
      else if (frame_begin)                          timeout <= 1'b0;
      else if ((!rx_bsy) && (rx_cnt == BLK_TIMEOUT)) timeout <= 1'b1;
    always@(posedge clk, negedge rst_n)
      if (~rst_n)                                    block_timeout <= 1'b0;
      else if ((!rx_bsy) && (rx_cnt == BLK_TIMEOUT)) block_timeout <= 1'b1;
      else                                           block_timeout <= 1'b0;
    always@(posedge clk, negedge rst_n)
      if (~rst_n)         data_valid <= 1'b0;
      else if (frame_end) data_valid <= 1'b1;
      else                data_valid <= 1'b0;
    always@(posedge clk, negedge rst_n)
      if (~rst_n)                   data_out[7:0] <= 8'd0;
      else if (rx_bsy) case(rx_cnt)
                            BIT0AT: data_out[0] <= rx;
                            BIT1AT: data_out[1] <= rx;
                            BIT2AT: data_out[2] <= rx;
                            BIT3AT: data_out[3] <= rx;
                            BIT4AT: data_out[4] <= rx;
                            BIT5AT: data_out[5] <= rx;
                            BIT6AT: data_out[6] <= rx;
                            BIT7AT: data_out[7] <= rx;
                       endcase
endmodule
module uart_tx
# ( parameter SYSCLOCK = 27.0,  
    parameter BAUDRATE = 1.0 )  
( input  logic       clk,
  input  logic       rst_n,  
  input  logic       send_trig,
  input  logic [7:0] send_data,
  output logic       tx,
  output logic       tx_bsy
);
    localparam CLKPERFRM = int'(SYSCLOCK/BAUDRATE)*10;
    localparam TBITAT    = 1;  
    localparam BIT0AT    = int'(SYSCLOCK/BAUDRATE*1)+1;
    localparam BIT1AT    = int'(SYSCLOCK/BAUDRATE*2)+1;
    localparam BIT2AT    = int'(SYSCLOCK/BAUDRATE*3)+1;
    localparam BIT3AT    = int'(SYSCLOCK/BAUDRATE*4)+1;
    localparam BIT4AT    = int'(SYSCLOCK/BAUDRATE*5)+1;
    localparam BIT5AT    = int'(SYSCLOCK/BAUDRATE*6)+1;
    localparam BIT6AT    = int'(SYSCLOCK/BAUDRATE*7)+1;
    localparam BIT7AT    = int'(SYSCLOCK/BAUDRATE*8)+1;
    localparam PBITAT    = int'(SYSCLOCK/BAUDRATE*9)+1;  
    logic [$clog2(CLKPERFRM+1)-1:0] tx_cnt;     
    logic [7:0] data2send;  
    logic       frame_begin;
    logic       frame_end;
    assign frame_begin = send_trig & (~tx_bsy);
    assign frame_end    = tx_bsy && (tx_cnt == CLKPERFRM);
    always@(posedge clk, negedge rst_n)
      if      (~rst_n)      tx_bsy <= 1'b0;
      else if (frame_begin) tx_bsy <= 1'b1;
      else if (frame_end)   tx_bsy <= 1'b0;
    always@(posedge clk, negedge rst_n)
      if      (~rst_n)    tx_cnt <= 'd0;
      else if (frame_end) tx_cnt <= 'd0;
      else if (tx_bsy)    tx_cnt <= tx_cnt + 1'b1;
    always@(posedge clk, negedge rst_n)
      if      (~rst_n)      data2send <= 8'd0;
      else if (frame_begin) data2send <= send_data;
    always@(posedge clk or negedge rst_n)
        if      (~rst_n)              tx <= 1'b1;  
        else if (tx_bsy) case(tx_cnt)
                              TBITAT: tx <= 1'b0;
                              BIT0AT: tx <= data2send[0];
                              BIT1AT: tx <= data2send[1];
                              BIT2AT: tx <= data2send[2];
                              BIT3AT: tx <= data2send[3];
                              BIT4AT: tx <= data2send[4];
                              BIT5AT: tx <= data2send[5];
                              BIT6AT: tx <= data2send[6];
                              BIT7AT: tx <= data2send[7];
                              PBITAT: tx <= 1'b1;
                         endcase
        else                          tx <= 1'b1;
endmodule
module tang_nano_1k_top (
  input  logic clk_24mhz,
  input  logic button_a,
  input  logic uart_rx,
  output logic uart_tx
);
  logic rst_n;
  logic rst_n_sync;
  assign rst_n = button_a;
  synchronizer u_synchronizer_rst_n_sync
    ( .clk      (clk_24mhz),  
      .rst_n    (rst_n),      
      .data_in  (1'b1),       
      .data_out (rst_n_sync)  
     );
  uart_blockram_top 
  # ( .SYSCLOCK      ( 24.0 ),  
      .BAUDRATE      ( 1.0  ),  
      .RAM_ADDR_BITS ( 8    ),
      .RAM_WIDTH     ( 8    ),
      .NUM_ADDR_BYTES( 1    ) )
  u_uart_blockram_top
    ( .clk        (clk_24mhz),
      .rst_n_sync,
      .uart_rx,
      .uart_tx,
      .rx_bsy     ()
     );
endmodule
```

==> notes.md <==
From the run reports.

- The clock skew after layout is 0.0368 ns.
- For the finished layout, the period the worst path requires is 3.18 ns.
- The cell area after synthesis reads 82600 um^2.
- In this build the clock could be raised as far as 0.314 GHz.
- The first global-routing pass estimated 297000 um of wire.
- The number of sinks driven by the clock tree is 2133.
- The count of port buffers added during placement is 3.
- The number of antenna violations at the first check in global routing reads 2.
- The critical-path maximum fanout is 7.
- The maximum number of pins on one net before global-route repair is 141.
- The slew at the pin with the worst max-slew slack is around 0.85 ns.
- By area the synthesized netlist is led by edfxtp_1 75%, mux4_2 14%, dfrtp_1 2.3%.
- After detailed routing, the average wire length per cell comes to 27.1 um.
- The DRC marker count from the first detailed-route iteration is ~2700.
- The standard-cell row count reads 166.
- For this run, design rule violations remaining after detail routing come to 0.
- The global routing report lists combined usage of all routing layers as 21.3%.
- The leakage power total reads 31.8 nW.
- Per the TritonCTS log, the buffer count is 209.
- The number of search-and-repair iterations in the first detailed-routing pass reads 5.
- The maximum count of clock buffers along a single path reads 3.
- In this run the worst hold path is classified as reg2reg.
- Setup repair after global routing could not meet its margin everywhere.
- The final count of negative-setup-slack endpoints is 8.
- The report counts max-capacitance violations totalling 0.
- The CTS root buffer reads clkbuf_16.
- The maximum level of the CTS H-tree is 4.
- The sum of internal, switching and leakage power reads 65.2 mW.
- The y dimension of the die reads 456 um.
- The routed via count is 41200.
- The tally of filler cells in the layout reads 16000.
- The total count of hold-check failures in the final report reads 0.
- The via density per instance reads ~5.6.
- Across all stage logs, warnings added up to roughly 51.
- The share of the clock period used by the worst path after layout reads 114%.
- The overflow left after global routing reads 0.
- Per the detailed-route log, wirelength across all metal layers totals 201000 um.
- The insertion delay to the later sink of the worst-skew pair reads around 0.85 ns.
- The worst setup path is launched from a flip-flop.
- Sorting the Yosys area breakdown by cell type puts at the top edfxtp_1.
- The data arrival time of the critical path reads around 3.8 ns.
- The routability congestion estimate reads 0.889.
- Counting flops and latches in the post-synthesis netlist gives 2133.
- The maximum resistive drop on vdd is 0.696 mV.
- The final timing report lists a max-slew violation count of 0.
- The number of synthesis warnings reads 0.
- The top cell type in the final layout, fill and taps aside, is edfxtp_1.
- The number of I/O pins is 4.
- Leaving out fill and tap cells, the most frequent cells in the layout are 2056 x edfxtp_1, 512 x mux4_2, 488 x buf_4.
- The chip footprint reads around 210000 um^2.
- Post-synth the commonest register cell is edfxtp_1.
- Nets still carrying antenna violations after routing amount to 0.
- The register clock-pin slew on the reported worst setup and hold paths reads 0.06 ns.
- The average instance in the mapped netlist occupies 21.0 um^2.
- The HPWL after detailed placement is 120000 um.
- The share of synthesized registers carrying an async set or reset is 3.61%.
- Checking max transition, the worst relative margin is 43.6%.
- The number of global-route vias before repair came to 45200.
- The worst setup path is captured at a flip-flop.
- The required arrival time at the worst endpoint reads roughly 3.4 ns.
- The startpoint-to-endpoint class of the critical path reads reg2reg.
- The post-synthesis cell count from yosys is approximately 4000.
- For this design the ratio of total power to cell area is 652 nW/um^2.
- The post-route worst setup slack is -0.383 ns.
- The core box area is ~200000 um^2.
- The CTS tree reads built.
- The final reports fail on negative setup slack.
- The count of flip-flops with a built-in enable after synthesis reads 2056.
- The chip width is 456 um.
- The ratio of cells with drive above 1 in the final layout is between 30% and 40%.
- The share of the synthesized area in the top cell type reads 74.7%.
- The area recorded from the Yosys report for this design is between 80000 and 90000 um^2.
- In the final timing run, aggregate negative setup slack is -2.59 ns.
- The post-synthesis instance total is 3927.
- The number of distinct standard cells referenced by the synthesized netlist is 60.
- The effective utilization at floorplan is 40.3%.
- From synthesis to final layout, the design area changed by 20.9%.
- The flow ran to the end, but the final reports show violations.
- The proportion of synthesized chip area in sequential cells reads 77.1%.
## cells by family (layout without fill, tap and decap cells)
group	Yosys count	count (layout)	share of synthesized area, %
DFF	2133	2133	77.1
muxes	532	532	14.2
and+or+nand+nor	501	501	2.78
AOI/OAI and AO/OA	455	455	3.91
buffers and inverters	261	1067	1.44
adders and majority gates	22	22	0.333
xor gates and xnor gates	22	22	0.233
other	1	2	0.00454
## through the flow
stage	utilization (%)	cells	setup slack, ns	instance area, um^2	hold slack (ns)
6_report	48.7	7422	-0.383	99900	0.347
5_1_grt	48.7	7421	-0.460	99900	0.353
4_1_cts	48.1	7377	-0.378	98600	0.348
3_5_place_dp	44.2	6965	-1.06	90600	0.335
3_3_place_gp	44.2	6965	-1.10	90600	0.331
2_1_floorplan	-	3927	-1.21	82600	0.264
## Yosys cell counts (2+ instances only)
library cell and count:
o21bai_1 2, o31ai_1 2, or2_2 2, nand2_1 57, mux2_2 16, a22o_1 72, nand3b_1 10, buf_6 13
xor2_1 13, nor2b_1 15, o211ai_1 2, a211o_1 4, a21oi_1 93, mux4_2 512, nand4b_1 2, o22ai_1 41
edfxtp_1 2056, buf_2 45, a31oi_1 4, o21ai_1 14, nor3_1 7, and2_1 6, nor4_1 18, and3_1 14
buf_4 16, or4_1 3, nor3b_1 5, nor2_1 295, nand4_2 4, clkbuf_1 138, a22oi_1 129, inv_1 20
nand2b_1 11, a221oi_1 64, o21ai_0 17, dfrtp_1 76, nand3_1 31, mux2i_1 4, xnor2_1 9, nand4_1 14
buf_1 29, a21o_1 3, ha_1 22
## where the power goes
part	internal, mW	switching, mW	leakage, nW	total [mW]
combinational	0.638	1.13	8.76	1.77
clock	16.5	11.8	3.43	28.4
sequential	34.9	0.137	19.6	35.0
total	52.1	13.1	31.8	65.2
## flip-flops by register name, summed over array words and instances, names as in the netlist, 7 cells and up, named ones only
name,cells
u_uart_blockram_top.u_block_ram.bram,2048
u_uart_blockram_top.u_uart_byte_regmap_interface.count,7
u_uart_blockram_top.u_uart_tx.data2send,8
u_uart_blockram_top.u_uart_rx.data_out,8
u_uart_blockram_top.u_block_ram.read_data,8
u_uart_blockram_top.u_uart_rx.rx_cnt,9
u_uart_blockram_top.u_uart_tx.tx_cnt,8
u_uart_blockram_top.u_uart_byte_regmap_interface.slave_id,7
u_uart_blockram_top.u_uart_byte_regmap_interface.address,8
## repair_timing
item | in CTS | in global routing
setup buffers | 19 | 38
endpoints found under the hold margin | 2 | 0
pin swaps | 16 | 33
cloned | 8 | 8
hold buffers | 1 | 0
gates resized | 143 | 196
setup endpoints to repair | 344 | 389
## metal layers
layer	share of wire [%]	global-route usage (%)	vias up
li1	-	-	17800
met1	34	27.8	21000
met2	47	30.7	2232
met3	16	14.8	281
met4	2.7	5.14	6
met5	0.047	0.413	-
## critical path, cell delays in order, from the launching register on
cell and delay (ns):
dfrtp_4 0.54, buf_12 0.18, bufbuf_16 0.28, buf_6 0.15, mux4_2 0.54, a22oi_1 0.16, a21oi_1 0.13, nor4_4 0.40
buf_4 0.17, o22ai_1 0.14, nand3b_1 0.22
## path summary, 6_finish.rpt
check / slack, ns / endpoint / startpoint / depth (start not counted)
worst max register to register: -0.38 / u_uart_blockram_top.u_block_ram.read_data[2]$_DFFE_PP_ / flip-flop / 10
worst max-delay path: -0.38 / u_uart_blockram_top.u_block_ram.read_data[2]$_DFFE_PP_ / flip-flop / 10
worst min register to register: 0.35 / flip-flop / u_uart_blockram_top.u_uart_rx.u_synchronizer.ff_1$_DFF_PN0_ / 0
min in group asynchronous: 0.36 / u_uart_blockram_top.u_uart_tx.tx_cnt[2]$_DFFE_PN0P_ / u_synchronizer_rst_n_sync.data_out$_DFF_PN0_ / 0
max in group asynchronous: 1.70 / asynchronous set/reset pin / u_synchronizer_rst_n_sync.data_out$_DFF_PN0_ / 1
worst min-delay path: 0.35 / flip-flop / u_uart_blockram_top.u_uart_rx.u_synchronizer.ff_1$_DFF_PN0_ / 0
## layout make-up
| class | instances | area, um^2 | share of cell area [%] |
|---|---|---|---|
| clock inverter | 145 | 1500 | 1.50 |
| clock buffer | 240 | 5460 | 5.47 |
| antenna | 1 | 2.50 | 0.00251 |
| timing repair buffer | 662 | 6860 | 6.87 |
| tap | 2688 | 3360 | 3.37 |
| multi-input combinational | 1533 | 18900 | 18.9 |
| sequential | 2133 | 63700 | 63.8 |
| inverter | 20 | 75.1 | 0.0752 |
Power and IR drop assume default switching activity.
